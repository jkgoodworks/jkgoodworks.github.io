==> /design/flow/design.v <==
module i2fp (
    input [31:0] in_num,
    output reg [31:0] out_num
);
    reg [7:0] exponent;
    reg [22:0] mantissa;
    reg [31:0] input_adj, mantissa_temp, out_temp;
    integer j;
    reg [4:0] leading_zeros;
    reg first_bit;
    reg [4:0] count;
    always @(*) begin
        out_temp = 32'b0;
        mantissa_temp = 0;
        exponent = 0;
        mantissa = 0;
        input_adj = 0;
        leading_zeros = 5'd31;
        count = 0;
        if (in_num == 32'hFF800000)
            out_temp = 32'hFF800000;
        else if (in_num == 32'h7F800000)
            out_temp = 32'h7F800000;
        else if (in_num == 32'h7FC00000)
            out_temp = 32'h7FC00000;
        else if (in_num == 32'h00000000)
            out_temp = 32'h00000000;
        else begin
            input_adj = in_num[31] ? (~in_num + 1'b1) : in_num;
            first_bit = 0;
            for (j = 31; j >= 0; j = j - 1) begin
                if (input_adj[j] == 1'b1 && !first_bit) begin
                    leading_zeros = 5'd31 - j;
                    first_bit = 1'b1;
                end
            end
            count = leading_zeros + 1;
            mantissa_temp = input_adj << count;
            mantissa = (mantissa_temp[8] == 1'b1) ? mantissa_temp[31:9] + 1 : mantissa_temp[31:9];
            exponent = 159 - count;
            out_temp = {in_num[31], exponent, mantissa};
        end
        out_num = out_temp;
    end
endmodule
==> /design/flow/run.sh <==
#!/bin/bash
# OpenROAD 26Q1-2900-gdf79404cd8, Yosys 0.63+post, stock flow scripts
make -C /OpenROAD-flow-scripts/flow DESIGN_CONFIG=/design/flow/config.mk WORK_HOME=/design/flow/orfs finish
==> /design/flow/config.mk <==
export PLATFORM = sky130hd
export DESIGN_NAME = i2fp
export DESIGN_NICKNAME = i2fp
export VERILOG_FILES = /design/flow/design.v
export SDC_FILE = /design/flow/constraint.sdc
export NUM_CORES = 4
export LEC_CHECK = 1
export CORE_UTILIZATION = 50
==> /design/flow/constraint.sdc <==
current_design i2fp

set clk_period 37.2
set clk_io_pct 0.2

create_clock -name clk0 -period $clk_period

set non_clock_inputs [all_inputs -no_clocks]
set_input_delay [expr $clk_period * $clk_io_pct] -clock clk0 $non_clock_inputs
set_output_delay [expr $clk_period * $clk_io_pct] -clock clk0 [all_outputs]
==> impl_metrics.toml <==
# physical design summary
[run_status]
status = "completed"

[synth]
synth_area_mm2 = 0.005741
ys_chip_area_mm2 = 0.005741
compound_area_share_pct = 41.26
top_area_share_pct = 5.231
ys_sh_simple_pct = 36.66
synthTopCellsByArea = "nor2_1 (5.2%), nand2_1 (4.6%), nand3_1 (4.3%), xnor2_1 (4.1%), o21ai_0 (4.1%)"
syn_inst = 872
yosysCellCount = 872
topCombFamilyByArea = "AND-OR/OR-AND gates"
mux_share_pct = 5.972
ys_seq_share_pct = 0
ys.warnings.count = 1
yosysTopAreaCell = "nor2_1"
synth_xor_xnor_area_share_pct = 7.781
synth_cell_types = 102
synth.avg_cell_area_um2 = 6.583
yosys.area_share.adder_pct = 0.6539

[setup_path]
crit_buf_inv = 7
startpoint_type = "input pin"
crit_top_cell = "ha_1"
criticalPathCategory = "input pin to primary output"
worst_ep_required_time_ns = 29.76
crit_start = "in_num[0]"
crit_end = "out_num[22]"
crit_family = "simple AND/OR/NAND/NOR gates"
critPathArrivalTime_ns = 17.92
cp_slowest_cell = "or4_1"
cp.depth = 32
crit_path_end_kind = "primary output"
max_stage_delay_ns = 0.82
worstPathMaxFanout = 40

[drt]
routed_wl_mm = 23.66
remaining_drc_errors = 0
drt_iter0_drc = 1139
drtPass1Iterations = 6
vias_per_cell = 7.432
via_count = 7596
routedWlPerCell_um = 23.15
insertedDiodeCount = 0
antenna_left = 0

[cells_and_area]
finalNonFillerCells = 1022
drive_above_1_share_pct = 10.77
area_growth_pct = 10.88
n_clock_buffer = 0
regArea_um2 = 0
n_sequential_cell = 0

[sta]
fin_crit_ns = 25.36
finalHoldViolations = 0
slew-limit-headroom_pct = 31.57
finalCritPeriodShare_pct = 68.17
max_slew.worst_pin.slew_ns = 1.017
slew_viol_final = 0
totalNegativeSetupSlack_ns = 0
fmax_mhz = 39.43
rsz0062_at_grt = "false"
finalSetupViolations = 0

[die]
die_x_um = 109.2
die_h_um = 109.2
fp_util_pct = 52.04
dieArea_mm2 = 0.01191
io_pins = 64
floorplan.rows = 38
core_area_mm2 = 0.01103

[placed_design]
place_inst = 1022
gp_congestion = 1.090
dp_hpwl_mm = 18.11
port_buffers = 64

[cts]
cts_hold_buf = 0
cts_resized = 0
cts_setup_buffers = 0

[global_route]
grt_start_max_net_pins = 57
grt_use_total_pct = 40.65
grt_pass1_wl_mm = 36.63
antenna_found_initial = 0
grt_overflow = 0
grt_pass1_vias = 6586

[power_and_ir_drop]
powerDensity_mw_per_mm2 = 30.90
p_leak_uw = 0.002145
totalPowerFinal_uw = 196.7
vdd_ir_drop_max_v = 0.00002583

[worst_hold_path]
worstHoldPathType = "input pin to primary output"

[run]
drv_cap = 0
warnings = 33
-- area by class of cell --
| type | instances | area (µm²) |
|---|---|---|
| multi-input combinational | 778 | 5300 |
| fill | 1033 | 4666 |
| timing repair buffer | 91 | 838.3 |
| tap | 140 | 175.2 |
| inverter | 13 | 51.30 |
-- synth_stat cells, drive strengths merged, types with 10 or more instances --
library cell	instances
a211oi	16
a21o	10
a21oi	41
a221oi	14
a31oi	17
and2	12
and3	18
buf	36
clkbuf	45
inv	13
mux2i	14
nand2	71
nand3	50
nand4	18
nor2	82
nor3	41
nor4	22
o211ai	11
o21ai	51
o31ai	20
o41ai	10
or3	20
or4	17
xnor2	27
xor2	24
-- worst min-delay path by stage --
| stage | from | to | slack (ns) | cells after the start |
|---|---|---|---|---|
| CTS | in_num[31] | out_num[31] | 15.74 | 3 |
| global route | in_num[31] | out_num[31] | 15.79 | 3 |
| finish | in_num[31] | out_num[31] | 15.75 | 3 |
-- cells in the final DEF (no fill, tap or decap), types with 13 or more instances in the layout --
cell type         n
o21ai_0          47
nand4_1          18
and3_1           18
xnor2_1          27
a21oi_1          41
a211oi_1         16
mux2i_1          13
buf_4            27
a31oi_1          16
clkdlybuf4s50_1  63
nor2_1           80
xor2_1           24
nor4_1           20
o31ai_1          19
nand3_1          49
nor3_1           41
or3_1            19
nand2_1          70
-- cells by family (layout without fill, tap and decap cells) --
logic type | count (synthesis) | after routing
simple gates | 389 | 389
fa+ha+maj | 3 | 3
xor+xnor | 51 | 51
compound gates | 310 | 310
mux | 25 | 25
buf+inv | 94 | 104
-- stage by stage --
stage                     setup WS [ns]  util [%]  instance area [µm²]  hold WS (ns)
after floorplan                   15.42         -                 5741         15.00
after global placement            12.58     57.70                 6365         15.73
after detailed placement          12.28     57.70                 6365         15.73
after CTS                         12.22     57.70                 6365         15.74
after global routing              11.38     57.70                 6365         15.79
final                             11.84     57.70                 6365         15.75
-- report_power, final --
group / internal, µW / switching, µW
logic: 84.6 / 112
registers: 0 / 0
clock network: 0 / 0
-- tightest hold or removal path, cell delays in order --
cell	delay, ns
buf_2	0.09
buf_4	0.28
clkdlybuf4s50_1	0.48
-- metal layers --
metal | track usage, % | vias up | part of all wire [%]
met5 | 0 | - | 0
met4 | 15.64 | 0 | 4.9
met3 | 11.70 | 92 | 13
met2 | 58.40 | 540 | 41
met1 | 56.99 | 3462 | 41
li1 | - | 3502 | -
