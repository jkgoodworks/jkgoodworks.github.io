[./run.sh]
#!/bin/bash
# OpenROAD 26Q1-2900-gdf79404cd8, Yosys 0.63+post, stock flow scripts
make -C /OpenROAD-flow-scripts/flow DESIGN_CONFIG=/design/flow/config.mk WORK_HOME=/design/flow/orfs finish
[./config.mk]
export PLATFORM = sky130hd
export DESIGN_NAME = fp32_add
export DESIGN_NICKNAME = fp32_add
export VERILOG_FILES = /design/flow/design.v
export SDC_FILE = /design/flow/constraint.sdc
export NUM_CORES = 4
export LEC_CHECK = 1
export CORE_UTILIZATION = 30
[./constraint.sdc]
current_design fp32_add

set clk_period 52.3
set clk_io_pct 0.2

create_clock -name clk0 -period $clk_period

set non_clock_inputs [all_inputs -no_clocks]
set_input_delay [expr $clk_period * $clk_io_pct] -clock clk0 $non_clock_inputs
set_output_delay [expr $clk_period * $clk_io_pct] -clock clk0 [all_outputs]
[./design.v]
module fp32_add #(
	parameter SIZE = 32,
	parameter EXP_SIZE = 8,
	parameter MANT_SIZE = 23
) (
	input      [SIZE-1:0] A, B,
    output reg [SIZE-1:0] out
);
	reg                 sign_A, sign_B, sign_res;
	reg [EXP_SIZE-1:0]  exp_A, exp_B, exp_res;
	reg [MANT_SIZE:0]   mant_A, mant_B, mant_res;
	reg [EXP_SIZE-1:0] exp_diff;
	reg [MANT_SIZE+1:0] mant_sum;
	reg [MANT_SIZE:0] temp;
	wire [4:0] shift_amount;
	integer i;
    leading_zeros_counter lzc_0 (temp, shift_amount);
    always @(*) begin
        { sign_A, exp_A, mant_A } = { A[SIZE-1], A[SIZE-2:MANT_SIZE], {1'b1, A[MANT_SIZE-1:0]} };
        { sign_B, exp_B, mant_B } = { B[SIZE-1], B[SIZE-2:MANT_SIZE], {1'b1, B[MANT_SIZE-1:0]} };
        if (exp_A > exp_B) begin
            exp_diff = exp_A - exp_B;
            exp_res = exp_A;
            mant_B = mant_B >> exp_diff;
        end else begin
            exp_diff = exp_B - exp_A;
            exp_res = exp_B;
            mant_A = mant_A >> exp_diff;
        end
        if (sign_A == sign_B) begin
            mant_sum = mant_A + mant_B;
            sign_res = sign_A;
        end else begin
            if (mant_A > mant_B) begin
                mant_sum = mant_A - mant_B;
                sign_res = sign_A;
            end else begin
                mant_sum = mant_B - mant_A;
                sign_res = sign_B;
            end
        end
        if (mant_sum[MANT_SIZE+1]) begin
            mant_sum = mant_sum >> 1;
            exp_res = exp_res + 1;
        end
        temp = mant_sum[MANT_SIZE:0];
        mant_res = temp << shift_amount;
        exp_res = exp_res - shift_amount;
        if (mant_res == 0 || exp_res == 'b1 && mant_res == 'h800000) begin
            out = 0;
        end else begin
            out = {sign_res, exp_res, mant_res[MANT_SIZE-1:0]};
        end
    end
endmodule
module leading_zeros_counter (
    input  [23:0] in,
    output [4:0]  lz
);
    wire [5:0] A;
    wire [5:0] Q1;
    wire [5:0] Q0;
    wire [2:0] Q_msb;
    wire [1:0] Q_lsb;
    lzc_4 lzc_4_0 (in[3:0],   A[0], Q1[0], Q0[0]);
    lzc_4 lzc_4_1 (in[7:4],   A[1], Q1[1], Q0[1]);
    lzc_4 lzc_4_2 (in[11:8],  A[2], Q1[2], Q0[2]);
    lzc_4 lzc_4_3 (in[15:12], A[3], Q1[3], Q0[3]);
    lzc_4 lzc_4_4 (in[19:16], A[4], Q1[4], Q0[4]);
    lzc_4 lzc_4_5 (in[23:20], A[5], Q1[5], Q0[5]);
    lze lze_0 (A, Q_msb);
    assign Q_lsb = (Q_msb == 6) ? 2'b0 : { Q1[5-Q_msb], Q0[5-Q_msb] };
    assign lz = { Q_msb, Q_lsb };
endmodule
module lzc_4 (
    input      [3:0] in,
    output           A,
    output reg       Q1, Q0
);
    assign A = ~(|in);
    always @(in) begin
        casez (in)
            4'b1???: { Q1, Q0 } = 0;
            4'b01??: { Q1, Q0 } = 1;
            4'b001?: { Q1, Q0 } = 2;
            4'b0001: { Q1, Q0 } = 3;
            4'b0000: { Q1, Q0 } = 4;
            default: { Q1, Q0 } = 0; 
        endcase
    end
endmodule
module lze (
    input      [5:0] A,
    output reg [2:0] Q_msb
);
    always @(A) begin
        casez (A)
            6'b0?????: Q_msb = 0;
            6'b10????: Q_msb = 1;
            6'b110???: Q_msb = 2;
            6'b1110??: Q_msb = 3;
            6'b11110?: Q_msb = 4;
            6'b111110: Q_msb = 5;
            default:   Q_msb = 6;
        endcase
    end
endmodule
==> qor.csv <==
stage,metric,value,unit
run_status,status,finished clean,
setup_path,critPathArrivalTime,26.04,ns
cells_and_area,fillers,3572,
global_route,grt_max_degree,64,
setup_path,slowest_delay,0.63,ns
final_timing,layout_setup_ws,15.80,ns
final_timing,relSlewSlack,0.373,
power,ir_drop,0.0243,mV
synth,synthXorXnorAreaFrac,0.0226,
hold_path,hold_path_end,out[30],
drt,wl,41500,um
final_timing,max_freq,27.4,MHz
die,rows,66,
cells_and_area,final_common_cell,nand2_1,
synth,avgSynthCellArea,6.37,um2
synth,simple_gate_share,0.285,
synth,yosysWarningCount,3,
cells_and_area,seqCellArea,0,um2
hold_path,min_path_type,in -> out,
setup_path,slowest_stage,a21oi_2,
final_timing,finalCriticalPeriod,36.50,ns
final_timing,finalCritPeriodShare,0.698,
setup_path,worstPathMaxFanout,48,
placed_design,gp_congestion,1.01,
power,power_density,42.1,nW/um2
drt,wire_per_inst,20.3,um
placed_design,placed_cell_area,11400,um2
setup_path,end_kind,output port,
drt,drt_pre_antenna_iters,6,
die,die_h,185,um
power,seqPwrFrac,0,
final_timing,setup_viol,0,
power,p_comb_frac,1.000,
hold_path,whs_path_depth,6,
final_timing,worst_slew_pin_slew,0.915,ns
hold_path,hp-start,A[30],
setup_path,required,41.84,ns
power,switching_share,0.591,
placed_design,dp_slack,16.02,ns
die,die_w,185,um
final_timing,drv_slew,0,
global_route,grt_pass1_vias,11100,
cells_and_area,final-comb-area,9250,um2
flow_run,warnings,85,
clock_network,cts_setup_buffers,0,
final_timing,tns,0,ns
synth,syn_area,10000,um2
global_route,grt_overflow,0,
cells_and_area,ff_count,0,
power,power.switching,283,uW
clock_network,cts_hold_buf,0,
synth,adder_share,0.127,
synth,logic_family,AND-OR/OR-AND gates,
cells_and_area,areaGrowthSynthToFinish,13.5,%
drt,vias_per_cell,5.93,
flow_run,maxCapViolCount,0,
cells_and_area,final_core_util,0.347,
setup_path,cpMostUsedCell,nand2_1,
synth,ys_sh_aoi,0.370,
synth,yosysSeqAreaShare,0,
global_route,grt_pass1_wl,63900,um
die,die-area,34100,um2
synth,ys_area,10000,um2
final_timing,fin_hold_ws,22.33,ns
global_route,antenna_found_initial,0,
die,fp_util,0.306,
synth,synthDistinctLibCells,108,
setup_path,start_kind,primary input,
power,power.share.clock,0,
cells_and_area,final_cell_mix,"nand2_1 (239), a21oi_1 (132), nor2_1 (123)",
die,core_area,32700,um2
global_route,grt_usage,0.242,
drt,antenna_cells,0,
die,top_level_ports,96,
drt,drt_iter0_drc,1030,
cells_and_area,drive_above_1_share,0.0505,
synth,syn_inst,1571,
drt,ant_nets,0,
clock_network,postCtsResizedCells,0,
setup_path,critPathKind,in -> out,
power,power.internal,196,uW
cells_and_area,clkbuf_count,0,
cells_and_area,stdcell_count,2046,
power,power_leakage,4.75,nW
drt,drc,0,
drt,vias,12100,
synth,yosysCellCount,1571,
final_timing,rsz0062_at_grt,no,
placed_design,place_inst,2046,
cells_and_area,post-route-cell-area,11400,um2
synth,synthMuxAreaShare,0.117,
placed_design,port-buffer-count,96,
final_timing,hold_viol,0,
placed_design,dp_hpwl,34200,um
power,p_total,478,uW
cell usage after synthesis (all sizes together) (8+ instances only):
master,number,share of area
mux2i,105,0.11
a21boi,8,0.0064
a21o,22,0.016
o31a,8,0.0070
inv,108,0.041
or3,18,0.011
a21oi,133,0.067
xnor2,21,0.019
a22oi,11,0.0082
a311oi,8,0.0070
nand3,28,0.014
o21ai,94,0.047
o31ai,17,0.013
nand2,241,0.091
o21a,12,0.0090
and2,21,0.013
nor2,126,0.047
ha,92,0.11
a211oi,27,0.021
and3,12,0.0075
a31oi,24,0.016
a221oi,10,0.0087
nand2b,17,0.011
nor4,17,0.013
nor2b,28,0.018
clkbuf,64,0.024
or4,8,0.0067
o21bai,27,0.020
o22ai,20,0.012
a211o,8,0.0070
nand4,9,0.0056
nor3,41,0.022
o211ai,32,0.024
mux2,9,0.010
buf,24,0.013
layer usage:
layer	vias up	global-route usage	routed length [um]
met3	89	0.0199	2740
met4	0	0.0674	1340
met5	-	0	0
met1	5606	0.343	18900
met2	577	0.392	18600
li1	5860	-	-
area by class of cell:
type / instances / share of cell area
multi-input cells: 1374 / 0.814
repair buffers: 121 / 0.101
well taps: 442 / 0.0487
inverters: 109 / 0.0362
cell families (layout without fill, tap and decap cells):
logic type | Yosys count | after routing
AOI/OAI and AO/OA | 541 | 541
xor gates and xnor gates | 25 | 25
adders and majority gates | 98 | 98
buffers and inverters | 197 | 230
muxes | 114 | 114
and+or+nand+nor | 596 | 596
worst max path at each step:
stage / depth (start not counted) / slack, ns / end / from
after global routing: 62 / 14.54 / out[31] / A[23]
final: 61 / 15.80 / out[31] / A[23]
after CTS: 62 / 16.02 / out[31] / A[23]
power groups by stage:
stage	combinational, mW	clock [mW]	sequential, mW
final	0.478	0	0
after global routing	0.518	0	0
after CTS	0.470	0	0
worst max-delay path, delay by kind of cell:
family	cells	cell delay (ns)
buffers and inverters	10	2.99
xor gates and xnor gates	1	0.15
and+or+nand+nor	19	4.60
adders and majority gates	6	2.11
AOI/OAI and AO/OA	22	5.02
muxes	3	0.64
Power figures rest on the tool's default switching activity, not on a simulated workload.
