--- /design/flow/design.v ---
module fp32_RegFile (input clock, reset,
				input [4:0] raA, raB, wa,
				input wen,
				input [31:0] wd,
				output [31:0] rdA, rdB);
integer i;
reg [31:0] data[31:0];
always @(posedge clock or negedge reset)
begin
	if (reset == 1'b0) begin
		for (i = 0; i < 32; i = i+1)
			data[i] <= 0;
            data[2] <= 256;
    end
	else begin
		if (wen == 1'b1 && wa != 5'b0)
			data[wa] <=  wd;
	end
end
assign rdA = (wen == 1'b1 && wa == raA && wa != 5'b0) ? wd : data[raA];
assign rdB = (wen == 1'b1 && wa == raB && wa != 5'b0) ? wd : data[raB];
endmodule
--- /design/flow/config.mk ---
export PLATFORM = sky130hd
export DESIGN_NAME = fp32_RegFile
export DESIGN_NICKNAME = fp32_RegFile
export VERILOG_FILES = /design/flow/design.v
export SDC_FILE = /design/flow/constraint.sdc
export NUM_CORES = 4
export LEC_CHECK = 1
export CORE_UTILIZATION = 40
--- /design/flow/run.sh ---
#!/bin/bash
# OpenROAD 26Q1-2900-gdf79404cd8, Yosys 0.63+post, stock flow scripts
make -C /OpenROAD-flow-scripts/flow DESIGN_CONFIG=/design/flow/config.mk WORK_HOME=/design/flow/orfs finish
--- /design/flow/constraint.sdc ---
current_design fp32_RegFile

set clk_period 10.5
set clk_io_pct 0.2

create_clock -name clk0 -period $clk_period [get_ports {clock}]

set non_clock_inputs [all_inputs -no_clocks]
set_input_delay [expr $clk_period * $clk_io_pct] -clock clk0 $non_clock_inputs
set_output_delay [expr $clk_period * $clk_io_pct] -clock clk0 [all_outputs]
==> run_results.csv <==
group,metric,value,unit
placement,placed_cell_area,56200,µm²
clock_tree,cts_tree,"done",
power,power.total,11.6,mW
power,p_clk_share,37.9,%
power,comb_power_share,14.7,%
power,seqPwrFrac,47.4,%
route,dr_total_vias,47800,
yosys,numSynthFlops,1024,
yosys,synthFlopType,"dfrtp_1",
setup_path,r2r_setup_slack,9480,ps
power,switching_power,3.46,mW
clock_tree,cts_made_buffers,114,
power,power.density,192,nW/µm²
timing,grt_setup_unrepaired,"no",
run,warning_count,33,
floorplan,die_height,365,µm
floorplan,die_w,365,µm
yosys,top_cell,"dfrtp_1",
timing,min_period,8700,ps
grt,gr-total-overflow,0,
timing,tightest_slew,1500,ps
route,routed_via_density,7.45,
setup_path,crit_path_end_kind,"primary output",
final_layout,largest_register_ffs,1024,
yosys,synthArstFlopShare,100,%
clock_tree,htree_levels,3,
setup_path,required,8400,ps
timing,fmax,115,MHz
final_layout,fillCellCount,11700,
timing,whs,396,ps
yosys,topCellsByArea,"dfrtp_1, mux2_2, a22oi_1, and3_1, buf_2",
final_layout,logic_area,25400,µm²
floorplan,initCoreUtil,40.5,%
yosys,ys_types,77,
final_layout,final_area,60300,µm²
floorplan,row_count,132,
placement,dpl.hpwl,182,mm
route,ant_nets,0,
route,drcViolationCount,0,
setup_path,crit_fanout,38,
floorplan,die-area,133000,µm²
power,swShare,29.8,%
yosys,netlist_area,52600,µm²
yosys,synth-edff-count,0,
timing,timing.final.crit_share,82.9,%
power,p_int,8.14,mW
grt,grt_pass1_wl,396,mm
clock_tree,ctsHoldBuffers,0,
final_layout,finalNonFillerCells,6418,
clock_tree,path_clk_slew,60,ps
setup_path,cp_top_family,"simple AND/OR/NAND/NOR gates",
power,peakVddDrop,171,µV
yosys,post-synth-top-area-fraction,48.6,%
final_layout,utilization,46.4,%
floorplan,core_area,130000,µm²
min_path,holdCritPathClass,"register to register",
setup_path,path_cells,"buf_2 -> buf_4 -> nor2_4 -> buf_4 -> nand2_2 -> nand2_1 -> nor2_1 -> a21oi_1 -> clkdlybuf4s50_1",
run_status,violations,"max-capacitance violations, max-slew violations",
route,drt_iter0_markers,6669,
yosys,yosys_warnings,2,
route,dr.pass1.iters,9,
clock_tree,cts.sinks,1024,
grt,grt_util_all_layers,45.8,%
yosys,synth.avg_cell_area,11.5,µm²
timing,fin_tns_setup,0,ps
final_layout,reg_top3,"data x1024",
clock_tree,clkLatencyLatePin,790,ps
setup_path,start_kind,"primary input",
timing,relSlewSlack,-1.11,%
final_layout,syn2layout_area_growth,14.6,%
placement,post-place-cells,6165,
floorplan,ios,114,
run,cap_violations,1,
yosys,yosysSeqAreaShare,48.7,%
grt,first_global_vias,46400,
setup_path,critPathKind,"primary input to primary output",
clock_tree,cts_resized,0,
timing,final_hold_viol_count,0,
timing,fin_skew,0,ps
run_status,outcome,"finished with violations",
yosys,top_area_cell,"dfrtp_1",
final_layout,drive_above_1_share,33.7,%
final_layout,regArea,25600,µm²
power,total_leakage_power,26.3,nW
timing,setup_slack,1800,ps
placement,dp_slack,2240,ps
route,wl,293,mm
yosys,yosys-top-cells-count,"dfrtp_1, mux2_2, a22oi_1",
setup_path,cp_num_buf_inv,4,
timing,final-max-slew-violation-count,2,
yosys,synthCells,4564,
grt,antenna_found_initial,26,
timing,setup_violations,0,
placement,port_buffers,113,
setup_path,slowest_stage,"nand2_2",
yosys,ys_cells,4564,
placement,gp_congestion,1.11,
yosys,ys_chip_area,52600,µm²
setup_path,cp.arrival,6600,ps
clock_tree,cts-root-buf,"clkbuf_16",
setup_path,cpMostUsedCell,"buf_4",
clock_tree,clockBufferDepth,3,
grt,grt_max_degree,117,
final_layout,largest-register,"data",
setup_path,slowest_delay,760,ps
clock_tree,postCtsSetupRepairBufs,0,
route,drt-wirelength-per-cell,45.7,µm
-- layout by cell type, fill, tap and decap left out, types with 10 or more instances in the layout --
cell	n
dfrtp_1	1023
mux2_2	983
a22oi_1	662
buf_4	241
and3_1	218
nand2_1	130
clkbuf_16	118
nand4_1	108
nand3_1	102
clkdlybuf4s50_1	102
a21oi_1	90
a2111oi_0	75
nor2_4	74
nor4_1	53
o22ai_1	47
diode_2	43
o21ai_0	43
nor2_1	39
a22o_1	34
nor3_1	34
mux2i_1	30
a2bb2oi_1	24
o21ai_1	23
clkbuf_1	23
clkbuf_8	22
clkinv_2	19
bufinv_16	16
a32oi_1	15
nand2_2	14
a31oi_1	14
mux2_1	13
a221oi_1	12
inv_1	11
nand2b_1	10
buf_2	10
-- power groups by stage --
stage / clock network, mW / registers [mW] / logic [mW]
after CTS: 4.41 / 5.45 / 1.66
after global routing: 4.55 / 5.55 / 1.79
final: 4.40 / 5.50 / 1.71
-- cell families (layout without fill, tap and decap cells) --
family          count (synthesis)  after routing  share of synthesized area, %
mux                          1026           1026                          21.9
compound gates               1103           1103                          15.4
other cells                     0             43                             0
flops                        1024           1024                          48.7
xor+xnor                       10             10                         0.166
simple gates                  893            893                          9.49
buf+inv                       508            577                          4.35
-- cell type report --
type                    count  area share [%]
diodes                     43           0.178
clock buffers             163            5.54
clock inverters            47            1.17
inverters                  11          0.0685
multi-input cells        3032            42.1
flip-flops and latches   1024            42.5
well taps                1742            3.61
repair buffers            356            4.87
-- layer usage --
metal	GRT usage [%]	vias up	share of wire (%)
met5	3.78	-	0.34
met4	28.2	38	8.6
met3	31.9	1576	18
met2	57.9	4719	39
met1	56.2	23900	34
li1	-	17600	-
-- worst paths after layout --
path / from / end / cells after the start
worst max-delay path: raA[0] / rdA[14] / 9
worst min-delay path: data[0][12] / data[0][12] / 0
worst max register to register: data[17][3] / data[17][3] / 1
worst min register to register: data[0][12] / data[0][12] / 0
max in group asynchronous: reset / data[9][24] / 4
min in group asynchronous: reset / data[3][2] / 1
Power is estimated from default activity; no workload was simulated.
